## flow/config.mk

```make
export PLATFORM = sky130hd
export DESIGN_NAME = CPU
export DESIGN_NICKNAME = CPU
export VERILOG_FILES = /design/flow/design.v
export SDC_FILE = /design/flow/constraint.sdc
export NUM_CORES = 4
export LEC_CHECK = 1
export CORE_UTILIZATION = 40
```

## flow/constraint.sdc

```tcl
current_design CPU

set clk_period 7.6
set clk_io_pct 0.2

create_clock -name clk0 -period $clk_period [get_ports {clk}]

set non_clock_inputs [all_inputs -no_clocks]
set_input_delay [expr $clk_period * $clk_io_pct] -clock clk0 $non_clock_inputs
set_output_delay [expr $clk_period * $clk_io_pct] -clock clk0 [all_outputs]
```

## flow/design.v

```verilog
`timescale 1ns / 1ps
module ALU(
    input [15:0] x, 
    input [15:0] y, 
    input [5:0] opr, 
    output [15:0] out, 
    output zr,  
    output ng  
);
    wire zx, 
    nx,      
    zy,      
    ny,      
    f,       
    no;      
    assign {zx,nx,zy,ny,f,no}=opr;
    wire[15:0] ZX,ZY,X,Y,S,fOut;
    Mux16 Mzx(x,16'b0,zx,ZX);  
    Mux16 Mnx(ZX,~ZX,nx,X);  
    Mux16 Mzy(y,16'b0,zy,ZY);  
    Mux16 Mny(ZY,~ZY,ny,Y);  
    Adder16 add(X,Y,S);  
    Mux16 Mfunc(X&Y,S,f,fOut);  
    Mux16 nO(fOut,~fOut,no,out);  
    assign ng=out[15];
    assign zr=~(|out);
endmodule
`timescale 1ns / 1ps
module halfAdder(
input A,
input B,
output S,
output C
);
assign S=A^B;
assign C=A&B;
endmodule
module fullAdder(
input A,
input B,
input C,
output S,
output Carry
);
assign S=A^B^C;
assign Carry=(A&C)|(A&B)|(B&C);
endmodule
module Adder16(
input[15:0] x,
input[15:0] y,
output[15:0] s
);
wire[14:0] c;
halfAdder ha(x[0],y[0],s[0],c[0]);
genvar i;
for(i=1;i<=14;i=i+1) begin
fullAdder fa(x[i],y[i],c[i-1],s[i],c[i]);
end
assign s[15]=x[15]^y[15]^c[14];
endmodule
`timescale 1ns / 1ps
module CPU(
    input clk,
    input[15:0] MReg,  
    input[15:0] instruction,  
    input rst,  
    output[14:0] addr_M,  
    output writeM,       
    output[15:0] outM,   
    output[15:0] pCnt    
);
    wire [15:0] AReg;
    wire [15:0]A_in=instruction[15]?ALUout:instruction;
    wire Aload=instruction[15]?instruction[5]:1;    
    Reg16 Areg(clk,A_in,Aload,AReg);
    wire[15:0] ALUout;
    wire zr,ng;
    wire a= instruction[12];
    ALU a0(DReg,(a?MReg:AReg),instruction[11:6],ALUout,zr,ng);
    wire [15:0] DReg;
    Reg16 Dreg(clk,ALUout,instruction[4],DReg);
    assign outM = ALUout;
    assign addr_M = AReg;
    assign writeM = instruction[3];
    wire jump=(instruction[15])&(ng&instruction[2])|(zr&instruction[1])|(~(zr&ng)&instruction[0]);
    PC p(clk,AReg,rst,jump,1,pCnt);
endmodule
`timescale 1ns / 1ps
module Mux16(
    input [15:0] A,
    input [15:0] B,
    input sel,
    output [15:0] O
);
    wire [15:0] a,b;
    for(genvar i=0;i<=15;i=i+1) begin
    assign a[i]=A[i]&(~sel);
    assign b[i]=B[i]&sel;
    end
    assign O=a|b;
endmodule
`timescale 1ns / 1ps
module PC(clk,I,rst,load,nxt,Q);
    input [15:0] I;
    input rst, load, nxt,clk;
    output [15:0] Q;
    reg [15:0] Q;
    always @(negedge clk)
    Q=rst?0:(load?I:(nxt?(Q+1):Q));
    initial begin
    Q=0;
    end
    endmodule
`timescale 1ns / 1ps
module Reg16(clk,I,load,Q);
    input [15:0] I;
    input load,clk;
    output [15:0] Q;
    reg [15:0] Q;
    wire [15:0] q;
    assign q=Q;
    always @(negedge clk)
    Q=load?I:q;
endmodule
```

## flow/run.sh

```bash
#!/bin/bash
# OpenROAD 26Q1-2900-gdf79404cd8, Yosys 0.63+post, stock flow scripts
make -C /OpenROAD-flow-scripts/flow DESIGN_CONFIG=/design/flow/config.mk WORK_HOME=/design/flow/orfs finish
```

==> flow_metrics.tcl <==
# metrics dict for downstream scripts
set metrics [dict create \
    layout-drive-gt1-share 0.410 \
    synth-cells-yosys 367 \
    power_leakage_nw 2.77 \
    fp_util 0.420 \
    timing.rr.end "p.Q[3]$_SDFF_NP0_" \
    yosysUniqueCellTypes 42 \
    dp_cells 626 \
    slew_headroom 0.387 \
    tool_warnings 90 \
    cts.clk_slew.worst_paths_ps 40 \
    chipHeight_um 101 \
    hold_path_class "reg2reg" \
    ys_chip_area_um2 3950 \
    finalNonFillerCells 714 \
    synth_cells 367 \
    htree_num_levels 2 \
    coreArea_um2 9420 \
    worst_slew_pin_slew_ps 917 \
    ioPinCount 82 \
    holdWs_ps 566 \
    yosys.cell_count.top_type "xnor2_1" \
    yosysTopAreaCell "edfxtp_1" \
    final_util 0.673 \
    drv_cap 0 \
    seqPwrFrac 0.228 \
    cts.path.max_buffers 2 \
    hp-start "p.Q[0]$_SDFF_NP0_" \
    reg2reg_depth 26 \
    wl_um 11400 \
    drc 0 \
    grt_max_degree 17 \
    rsz0062_at_grt "yes" \
    yosys-top-cells-area "edfxtp_1 24%, mux2i_1 9.6%, xnor2_1 9.1%" \
    finalHoldViolCount 0 \
    cp_max_fo 2 \
    clockRootBuffer "clkbuf_8" \
    die_area_um2 10300 \
    min_delay_worst_endpoint "p.Q[0]$_SDFF_NP0_" \
    crit_arrival_ps 10470 \
    startpoint_type "flop" \
    critical_path.endpoint_type "output port" \
    violations "negative setup slack" \
    cts_tree "done" \
    edf_count 32 \
    syn_area_per_cell_um2 10.8 \
    finalPower_mw 1.77 \
    hold_buffers 0 \
    die_w_um 101 \
    synth_top_area_share 0.243 \
    flop_cell "edfxtp_1" \
    insertion_delay_ps 380 \
    globalplace.congestion 0.903 \
    drtIter0Drc 90 \
    numSynthFlops 48 \
    via_per_inst 4.81 \
    power_switching_mw 0.635 \
    status "finished, violations left" \
    drtAntennaViolNets 0 \
    numPortBuffers 81 \
    grt_pass1_wl_um 17900 \
    fin_ws_ps -4390 \
    n_antenna_cell 0 \
    syn_area_um2 3950 \
    async_flop_share 0 \
    ys_seq_frac 0.324 \
    p_int_mw 1.14 \
    path_class "reg2out" \
    grt_antenna_before_repair 0 \
    num_vias 3436 \
    clock_sinks 48 \
    pwr-share-comb 0.626 \
    row_count 35 \
    dr.pass1.iters 4 \
    final_max_slew_viol_count 0 \
    r2r_slack_ps 510 \
    fill_cells 719 \
    hold_depth 1 \
    areaGrowthSynthToFinish_pct 60.3 \
    vdd_drop_max_v 0.000196 \
    power.clock.fraction 0.146 \
    detailed_place_hpwl_um 8260 \
    synth_warnings 3 \
    cts_buffers 5 \
    reg2reg_from "Areg.Q[0]$_DFFE_NP_" \
    grt_overflow 0 \
    p_sw_frac 0.358 \
    grt_use_total 0.239 \
    setup_violations 56 \
    grt_pass1_vias 3548 \
    cp.required_ps 6080 \
    finalClockSkew_ps 20.5 \
    drt-wirelength-per-cell_um 15.9 \
    power.density_nw_per_um2 280 \
    yosys-top-cells-count "41 x xnor2_1, 38 x mux2i_1, 32 x edfxtp_1, 22 x xor2_1, 21 x nor2_1" \
]
[state kept, by name (all words and copies together), names as in the netlist]
signal  cells
p.Q        16
Areg.Q     16
Dreg.Q     16
[how the worst max path moves through the flow]
stage / start / to / slack (ps) / depth (start not counted)
5_1_grt: Areg.Q[0]$_DFFE_NP_ / outM[14] / -4600 / 25
4_1_cts: Areg.Q[0]$_DFFE_NP_ / outM[15] / -4570 / 24
6_report: Areg.Q[0]$_DFFE_NP_ / outM[14] / -4390 / 25
[cells in the final DEF, fill, tap and decap left out, types with 5 or more instances in the layout]
| cell type | n |
|---|---|
| xnor2_1 | 31 |
| nor3_1 | 5 |
| clkbuf_8 | 5 |
| buf_6 | 12 |
| fa_2 | 14 |
| buf_2 | 13 |
| xor2_1 | 21 |
| nand2_1 | 7 |
| mux2_4 | 11 |
| a211oi_2 | 12 |
| nand2b_1 | 17 |
| ha_1 | 16 |
| dfxtp_1 | 16 |
| nand4_1 | 6 |
| nand3_1 | 6 |
| buf_4 | 107 |
| inv_1 | 57 |
| nor2_1 | 20 |
| mux2i_4 | 6 |
| clkdlybuf4s50_1 | 58 |
| xnor2_2 | 11 |
| mux2i_1 | 28 |
| edfxtp_1 | 32 |
| a21oi_4 | 12 |
[power groups by stage]
stage	Clock (mW)	Combinational (mW)	Sequential [mW]
finish	0.259	1.11	0.405
global route	0.304	1.21	0.411
CTS	0.273	1.10	0.404
[kinds of logic after synthesis]
| group | share of synthesized area |
|---|---|
| compound gates | 0.0903 |
| xor+xnor | 0.144 |
| fa+ha+maj | 0.125 |
| buf+inv | 0.0725 |
| flops | 0.324 |
| mux | 0.133 |
| simple gates | 0.111 |
[through the flow]
| stage | setup WS (ps) | instance area [µm²] | setup TNS [ps] |
|---|---|---|---|
| after floorplan | -4430 | 4050 | -153530 |
| after global placement | -5030 | 5420 | -194010 |
| after detailed placement | -5130 | 5420 | -196400 |
| after CTS | -4570 | 6230 | -161810 |
| after global routing | -4600 | 6330 | -162170 |
| final | -4390 | 6330 | -155350 |
[cell type report]
type | instances | area [µm²] | share of cell area
Inverter | 12 | 47.5 | 0.00751
Multi-Input combinational cell | 268 | 2830 | 0.447
Clock inverter | 51 | 200 | 0.0316
Clock buffer | 5 | 68.8 | 0.0109
Tap cell | 129 | 161 | 0.0255
Timing Repair Buffer | 201 | 1740 | 0.275
Sequential cell | 48 | 1280 | 0.202
[what timing repair did]
item                       in CTS  in global routing
pin swaps                      22                 24
gates cloned                    2                  0
setup buffers                  38                  8
resized                       132                 37
hold endpoints to repair        0                  0
setup endpoints to repair      60                 56
[per-layer routing]
| layer | global-route usage | up-vias | share of wire |
|---|---|---|---|
| met4 | 0.0535 | 0 | 0.0099 |
| met3 | 0.0679 | 13 | 0.059 |
| met2 | 0.350 | 97 | 0.45 |
| met1 | 0.367 | 1624 | 0.48 |
| met5 | 0 | - | 0 |
| li1 | - | 1702 | - |
[critical path, cell delays in order, from the launching register on]
cell and delay (ps):
edfxtp_1 380, mux2i_1 160, nor2_1 70, xor2_1 150
ha_2 190, fa_2 340, fa_2 340, fa_2 340
fa_2 340, fa_2 340, fa_2 340, fa_2 340
fa_2 340, fa_2 350, fa_2 340, fa_2 340
inv_2 60, fa_2 200, fa_2 210, fa_2 470
inv_2 90, buf_6 100, mux2i_4 70, xnor2_2 180
buf_4 140, buf_2 80
Power and IR drop assume default switching activity.
